$ cat flow/design.v
module IF_ID(clk, reset, PC, instr, PC_Out, instr_Out);
	input logic clk, reset;
	input logic [63:0] PC;
	input logic [31:0] instr;
	output logic [63:0] PC_Out;
	output logic [31:0] instr_Out;
	always_ff @(posedge clk) begin
		if(~reset) begin
			PC_Out <= PC;
			instr_Out <= instr;
		end
	end
endmodule
module ID_EX (clk, reset, EX, MEM, WB, PC, ReadData1, ReadData2, ALUimm64, brAddr64, cbAddr64, dtAddr64, opCode,shamt, Ra, Rb, Rw,
				PC_Out, ReadData1_Out, ReadData2_Out, ALUimm64_Out, brAddr64_Out, cbAddr64_Out, dtAddr64_Out,
				EX_Out, MEM_Out, WB_Out, opCode_Out,shamt_Out, Ra_Out, Rb_Out, Rw_Out, CBZin, bLTin, CBZout, bLTout);
  input logic clk, reset;
  input logic [63:0] PC;
  input logic [63:0] ReadData1, ReadData2, ALUimm64, brAddr64, cbAddr64, dtAddr64;
  input logic [7:0] EX;  
  input logic [2:0] MEM;  
  input logic [1:0] WB;  
  input logic [10:0] opCode;
  input logic [5:0]  shamt;
  input logic [4:0] Ra, Rb, Rw;
  output logic [63:0] PC_Out;
  output logic [63:0] ReadData1_Out, ReadData2_Out, ALUimm64_Out, brAddr64_Out, cbAddr64_Out, dtAddr64_Out;
  output logic [7:0] EX_Out;
  output logic [2:0] MEM_Out;
  output logic [1:0] WB_Out;
  output logic [10:0] opCode_Out;
  output logic [5:0]  shamt_Out;
  output logic [4:0] Ra_Out, Rb_Out, Rw_Out;
	input logic CBZin, bLTin;
	output logic CBZout, bLTout;
  always_ff @(posedge clk) begin
	if(~reset) begin
		EX_Out <= EX;
		MEM_Out <= MEM;
		WB_Out <= WB;
		PC_Out <= PC;
		ReadData1_Out <= ReadData1;
		ReadData2_Out <= ReadData2;
		ALUimm64_Out <= ALUimm64;
		brAddr64_Out <= brAddr64;
		cbAddr64_Out <= cbAddr64;
		dtAddr64_Out <= dtAddr64;
		opCode_Out <= opCode;
		Rw_Out <= Rw;
		Ra_Out <= Ra;
		Rb_Out <= Rb;
		shamt_Out <= shamt;
		CBZout <= CBZin;
		bLTout <= bLTin;
	end
  end
endmodule
module EX_MEM (clk, reset, MEM, WB, brAddr, ReadData2, Rw, ALU_Result, zero, negative, overflow, carry,
				brAddr_Out, ReadData2_Out, MEM_Out, WB_Out, Rw_Out, ALU_Result_Out, zero_Out, negative_Out, overflow_Out, carry_Out);
  input logic clk, reset;
  input logic [63:0] brAddr;
  input logic [63:0] ReadData2, ALU_Result;
  input logic zero, negative, overflow, carry;
  input logic [2:0] MEM;  
  input logic [1:0] WB;  
  input logic [4:0] Rw;
  output logic [63:0] brAddr_Out;
  output logic [63:0] ReadData2_Out, ALU_Result_Out;
  output logic zero_Out, negative_Out, overflow_Out, carry_Out;
  output logic [2:0] MEM_Out;
  output logic [1:0] WB_Out;
  output logic [4:0] Rw_Out;
  always_ff @(posedge clk) begin
	if(~reset) begin
		MEM_Out <= MEM;
		WB_Out <= WB;
		brAddr_Out <= brAddr;
		ReadData2_Out <= ReadData2;
		ALU_Result_Out <= ALU_Result;
		zero_Out <= zero;
		negative_Out <= negative;
		overflow_Out <= overflow;
		carry_Out <= carry;
		Rw_Out <= Rw;
	end
  end
endmodule
module MEM_WB (clk, reset, WB, writeData, Rw, writeData_Out, WB_Out, Rw_Out);
  input logic clk, reset;
  input logic [63:0] writeData;
  input logic [1:0] WB;  
  input logic [4:0] Rw;
  output logic [63:0] writeData_Out;
  output logic [1:0] WB_Out;
  output logic [4:0] Rw_Out;
  always_ff @(posedge clk) begin
	if(~reset) begin
		WB_Out <= WB;
		writeData_Out <= writeData;
		Rw_Out <= Rw;
	end
  end
endmodule
$ cat flow/run.sh
#!/bin/bash
# OpenROAD 26Q1-2900-gdf79404cd8, Yosys 0.63+post, stock flow scripts
make -C /OpenROAD-flow-scripts/flow DESIGN_CONFIG=/design/flow/config.mk WORK_HOME=/design/flow/orfs finish
$ cat flow/config.mk
export PLATFORM = sky130hd
export DESIGN_NAME = EX_MEM
export DESIGN_NICKNAME = EX_MEM
export VERILOG_FILES = /design/flow/design.v
export SDC_FILE = /design/flow/constraint.sdc
export NUM_CORES = 4
export LEC_CHECK = 1
export CORE_AREA = 10 10 239 239
export DIE_AREA = 0 0 249 249
$ cat flow/constraint.sdc
current_design EX_MEM

set clk_period 1.0
set clk_io_pct 0.2

create_clock -name clk0 -period $clk_period [get_ports {clk}]

set non_clock_inputs [all_inputs -no_clocks]
set_input_delay [expr $clk_period * $clk_io_pct] -clock clk0 $non_clock_inputs
set_output_delay [expr $clk_period * $clk_io_pct] -clock clk0 [all_outputs]
==> results.ini <==
[cells_and_area]
lay_top_count=clkdlybuf4s50_1
multi_input_comb_cells=0
lay_top_cells=207 x clkdlybuf4s50_1, 206 x edfxtp_1, 205 x buf_2
n_fill_cell=5486
final_util_pct=21.5
comb_area_um2=0
final_cells=1363
area_growth_syn_to_layout_pct=79.2
final-seq-area_um2=6190
drive_above_1_share_pct=38.4

[die]
rows=83
die_width_um=249
die-area_um2=62000
die_y_um=249
fp_util_pct=12.0
io_pins=414
coreArea_um2=51600

[pwr]
p_switching_mw=3.82
internal-power_mw=16.1
sequentialPowerShare_pct=52.2
peakVddDrop_mv=1.33
p_sw_share_pct=19.1
p_per_area_nw_per_um2=1800
p_comb_share_pct=8.4
clkPwrFrac_pct=39.3
p_leak_nw=4.12

[worst_setup_path]
critPathCapture=ALU_Result_Out[31]
cp.depth=1
worstPathArrival_ns=1.11
path_max_fanout=1
critPathSlowestCell=edfxtp_1
cp_data_required_time_ns=0.80
worstSetupEndpointType=output pin
crit_buf_inv=1
startpoint_type=flip-flop
startpoint=ALU_Result_Out[31]
critical_path.cell_chain=buf_6
critical_path.top_delay_family=flip-flops
critPathMaxStageDelay_ns=0.43
criticalPathCategory=reg2out

[detailed_routing]
dr.pass1.iters=4
viasPerCell=2.85
ant_nets=0
num_vias=3889
routed_wl_mm=21.2
wire_per_inst_um=15.5
drc_errors=0
drt_iter0_drc=105

[sta]
hold_ws_ns=0.228
hold_viol=0
period_used_pct=131
fmax_mhz=765
rsz0062_at_grt=yes
relSlewSlack_pct=88.6
setup_violations=206
fin_tns_setup_ns=-41.03
fin_ws_ns=-0.306
maxSlewViolCount=0
min_period_ns=1.31
worst_pin_slew_ns=0.171

[cts]
clockBufferDepth=3
numCtsBuffers=23
clock-sinks=206
htreeDepth=1
cts_tree=built
cts_root_buf=clkbuf_16
cts.clk_slew.worst_paths_ns=0.06
post_cts_buffers=0

[placement]
gp_congestion=0.792
dp.cells=1323
dp_hpwl_mm=17.4
io_buffers=413

[hold_path]
min_path_type=in2reg

[outcome]
status=finished with violations
violations=setup timing

[grt]
grt_usage_pct=6.59
grt_overflow_total=0
grt_pass1_vias=4269
grt_max_degree=28
grt_pass1_wl_mm=30.1
antenna_found_initial=4

[flow_run]
drv_cap=0
tool_warnings=28

[synth]
synth_warnings=1
syn_inst=207
postSynthSeqShare_pct=99.9
avgSynthCellArea_um2=29.9
ys_types=2
synth_area_um2=6190
ys_cells=207
ys.flops=206
synth_chip_area_um2=6190

[cells in the mapped netlist]
library cell  count  area share [%]
edfxtp_1        206             100
inv_1             1           0.061
[cells by family after synthesis]
| logic type | Yosys count | synth area share [%] |
|---|---|---|
| DFF | 206 | 99.9 |
| buffers and inverters | 1 | 0.0606 |
[per-stage QoR]
step,setup WS (ns),total power [mW],area (um^2)
floorplan,-2.60,10.6,6190
detailed placement,-0.498,13.0,11400
CTS,-0.406,20.4,11100
finish,-0.306,19.9,11100
global route,-0.397,20.9,11100
global placement,-0.517,13.0,11400
[how the worst min path moves through the flow]
stage                   from                  to  slack (ns)  cells after the start
CTS            ALU_Result[5]   ALU_Result_Out[5]        0.18                      1
global route    ReadData2[0]    ReadData2_Out[0]        0.18                      1
finish        ALU_Result[42]  ALU_Result_Out[42]        0.23                      1
[metal layers]
metal	track usage, %	part of all wire, %
met5	0	0.13
met4	1.48	2.5
met3	5.09	17
met2	10.5	47
met1	6.69	33
[area by class of cell]
| class | instances | share of cell area (%) |
|---|---|---|
| Clock buffer | 25 | 5.26 |
| Antenna cell | 1 | 0.0226 |
| Inverter | 1 | 0.0677 |
| Timing Repair Buffer | 436 | 30.2 |
| Sequential cell | 206 | 55.8 |
| Tap cell | 680 | 7.67 |
| Clock inverter | 14 | 1.06 |
[flip-flops by register name, summed over array words and instances (netlist names)]
register,flops
ALU_Result_Out,64
MEM_Out,3
ReadData2_Out,64
Rw_Out,5
WB_Out,2
brAddr_Out,64
carry_Out,1
negative_Out,1
overflow_Out,1
zero_Out,1
[what timing repair did]
item                                    4_1_cts  5_1_grt
hold buffers                                  0        0
endpoints found under the setup margin      206      206
cloned                                        0        0
resized                                     681        1
[power by group through the flow]
stage / Sequential [mW] / Combinational (mW) / Clock [mW]
CTS: 10.4 / 1.74 / 8.24
global route: 10.5 / 1.84 / 8.55
finish: 10.4 / 1.68 / 7.84
No activity file was given, so power comes from the tool's default toggle rates.
